===== design/flow/run.sh =====
#!/bin/bash
# OpenROAD 26Q1-2900-gdf79404cd8, Yosys 0.63+post, stock flow scripts
make -C /OpenROAD-flow-scripts/flow DESIGN_CONFIG=/design/flow/config.mk WORK_HOME=/design/flow/orfs finish

===== design/flow/config.mk =====
export PLATFORM = sky130hd
export DESIGN_NAME = switch_clock
export DESIGN_NICKNAME = switch_clock
export VERILOG_FILES = /design/flow/design.v
export SDC_FILE = /design/flow/constraint.sdc
export NUM_CORES = 4
export LEC_CHECK = 1
export CORE_AREA = 10 10 79 79
export DIE_AREA = 0 0 89 89

===== design/flow/constraint.sdc =====
current_design switch_clock

set clk_period 2.9
set clk_io_pct 0.2

create_clock -name clk0 -period $clk_period [get_ports {clk_25MHz}]

set non_clock_inputs [all_inputs -no_clocks]
set_input_delay [expr $clk_period * $clk_io_pct] -clock clk0 $non_clock_inputs
set_output_delay [expr $clk_period * $clk_io_pct] -clock clk0 [all_outputs]

===== design/flow/design.v =====
module switch_clock (
    input wire clk_25MHz,
    input wire manual_step,    
    input wire mode_select,    
    output reg clk_game
);
    reg [19:0] counter = 0;
    reg tick_60Hz = 0;
    always @(posedge clk_25MHz) begin
        if (counter >= 416666) begin   
            counter <= 0;
            tick_60Hz <= 1;
        end else begin
            counter <= counter + 1;
            tick_60Hz <= 0;
        end
        if (mode_select)
            clk_game <= manual_step;    
        else
            clk_game <= tick_60Hz;      
    end
endmodule

==> summary.txt <==
Figures from the flow reports.

Worst setup path:
- The worst setup path is launched from a register.
- The timing report gives the biggest stage delay along the critical path as around 600 ps.
- The run gives the arrival time of data at the critical path endpoint as 2350 ps.
- The run puts the worst reg-to-reg path cell count at 6.
- The slowest stage of the critical path is the a211o_1 cell.
- The run gives the capture point of the worst path as counter[15].
- The run gives the kind of critical path as register to register.
- Traced cell by cell, the critical path runs through inv_1, ha_1, o311ai_0, a2111oi_0, a211o_1, a21oi_1.
- The run puts the setup slack on the worst flop-to-flop path at 740 ps.
- The run gives the capturing point of the worst reg2reg path as counter[15].
- The run gives the critical path launch point as counter[0].
- Looking at the reg2reg group, the worst path starts from counter[0].
- The run gives the required time of the critical path as about 3100 ps.
- The worst setup path is captured at a register.
- The run puts the worst-path maximum fanout at 20.

GRT:
- The run puts the number of global-route vias before repair at between 600 and 700.
- For this run the aggregate overflow at the end of global routing stands at 0.
- The run gives the largest net degree at the start of global routing as 21.
- The run gives the overall global routing resource usage as 4.407%.
- The run gives the initial antenna violation count as 0.
- The run puts the wire length of the first global-routing pass at 2911 um.

Logic synthesis:
- The run gives the largest area contributor in the netlist as dfxtp_1.
- In the post-synthesis netlist, the biggest area contributors are dfxtp_1, xnor2_1, nor2_1, a21oi_2, or3_1.
- The synthesis report lists the Yosys warning total as 1.
- The run puts the share of synthesized area occupied by flip-flops and latches at 44.73%.
- The run gives the count of state elements after synthesis as 22.
- The run puts the post-synth design cell area at 984.7 um^2.
- The run puts the number of standard cells after synthesis at around 110.
- Yosys stat counts 107 cells in the synthesized netlist.
- Of the post-synthesis cell area, the dominant cell type holds roughly 45%.
- The run puts the mean post-synth cell area at 9.203 um^2.
- The run gives the total cell area reported by yosys after synthesis as 984.7 um^2.
- The run puts the count of cell types in the netlist at 27.

Timing:
- The critical path in the final layout is reported with a setup slack of ~740 ps.
- Setup repair after global routing left no endpoint under its margin.
- The run puts the ratio of final minimum period to clock period at 74.56%.
- The run gives the slew of the pin with the lowest slew margin as 685.7 ps.
- The run gives the setup skew after layout as about 1.7 ps.
- The run gives the hold slack as 457.5 ps.
- The run gives the final critical path time including I/O delays and setup as between 2000 and 2500 ps.
- The run puts the max-slew headroom at the worst pin at 54.28%.
- The final hold violation count recorded for this run is 0.
- Setup total negative slack on the finished layout was measured at 0 ps.
- The run puts the highest attainable clock frequency at 462.5 MHz.
- The run puts the final setup violation count at 0.
- Pins over their slew limit in the final report were tallied at 0.

Floorplanning:
- The run puts the number of top-level pins at 4.
- The share of the core area taken by cells at floorplan is 21.13%.
- The run puts the floorplan core area at 4661 um^2.
- The run gives the die area as 7921 um^2.
- The run gives the die extent in y as 89 um.
- The run gives the die boundary width as 89 um.
- After floorplanning, the core was divided into 25 placement rows.

Run:
- The run puts the warning total across the stage logs at 26.
- The run puts the count of max-cap constraint violations at 0.

Hold path:
- The run gives the worst min-delay path category as register to register.

Drt:
- The run gives the average routed wire per standard cell as 9.898 um.
- Detailed-route iteration 0 reported a violation count of 73.
- The run gives the total routed wirelength as 1643 um.
- Summing over every cut layer, the via total after detailed routing is 693.
- The run gives the detailed-route DRC error count as 0.
- 0 antenna diodes ended up in the layout.
- The run gives the detailed-route vias per instance as 4.175.
- The run puts the number of optimization iterations in the first detailed-route pass at 2.
- The run puts the post-detailed-route count of antenna-violating nets at 0.

Clocking:
- In this run the deepest clock path goes through 2 buffers.
- The run gives the number of hold buffers added after cts as 0.
- The run gives the cell resize tally after clock tree synthesis as 0.
- Clock tree synthesis found a total of 22 sinks.
- Post-CTS timing repair inserted 0 buffers for setup.
- The run gives the TritonCTS clock tree as yes.
- The run puts the number of buffers created by CTS at 3.
- The run puts the worst-skew pair later-pin latency at 260 ps.
- CTS placed an instance of clkbuf_8 at the clock tree root.
- Per the post-CTS timing run, clock transition at the registers of the reported paths is 80 ps.
- The run gives the number of levels in the clock H-tree as 1.

Place:
- The run gives the final weighted congestion in routability-driven placement as 0.7507.
- The run gives the post-detailed-placement half-perimeter wirelength as 1120 um.
- The run puts the area of placed instances at around 1100 um^2.
- The run puts the count of placed standard cells including taps at 162.
- Per the placement log, port buffering inserted 3 buffers.
- The run puts the worst setup timing slack at the placement stage at 750.9 ps.

Cells and area:
- Leaving out filler cells and counting taps, the final layout contains around 170.
- The run puts the number of inserted filler cells in the final layout at 485.
- The layout report lists the multi-input gate area as between 500 and 600 um^2.
- The run puts the ratio of cells with drive above 1 in the final layout at ~13%.
- The run gives the area added between synthesis and finish as 14.49%.
- The run puts the area taken by flip-flops and latches at 440.4 um^2.
- The run puts the final standard cell utilization of the core at about 24%.
- The run gives the summed area of non-filler cells in the final layout as 1127 um^2.

Power and ir drop:
- The worst VDD IR drop from the latest analysis is 0.3581 mV.
- The run gives the leakage power total as 0.3445 nW.
- Power spread over the standard cell area amounts to 487.1 nW/um^2.
- The run puts the post-route total power at 549.1 uW.

Outcome:
- The flow ran to the end, and the final reports show no timing, DRC or antenna violations.
-- per-layer routing --
metal / global-route usage (%) / up-vias / wire, um
li1: - / 377 / -
met1: 5.942 / 309 / 834
met2: 7.048 / 5 / 726
met3: 0.9183 / 2 / 34
met4: 1.156 / 0 / 47
met5: 0 / - / 0
-- sequential cells by signal (all words and copies together), names as in the netlist --
name	cells
counter	20
clk_game	1
tick_60Hz	1
-- kinds of logic after synthesis --
kind of cell | Yosys count | synth area share [%]
AND/OR/NAND/NOR | 48 | 27.95
other | 1 | 0.3808
multiplexers | 1 | 1.144
buffers and inverters | 8 | 3.304
flip-flops | 22 | 44.73
XOR/XNOR | 12 | 10.67
AND-OR/OR-AND | 13 | 9.276
adder cells (fa/ha/maj) | 2 | 2.541
-- how the worst min path moves through the flow --
stage	startpoint	to	slack, ps	depth (start not counted)
final	counter[18]	counter[18]	460	2
after global routing	tick_60Hz	clk_game	480	1
after CTS	counter[18]	counter[18]	460	2
-- cells in the mapped netlist, drive strengths merged --
master and number:
nor3 4, or3 5, nor2 18, ha 2
buf 2, dfxtp 22, or4 2, a21oi 6
nand2 7, nand4bb 1, nand4 2, inv 6
xor2 2, conb 1, mux2 1, or3b 1
a211o 1, o21ai 4, nand3 6, a2111oi 1
xnor2 10, nor4 2, o311ai 1
-- power breakdown --
part / internal (mW) / switching (mW) / leakage (nW) / total [mW]
logic: 0.00919 / 0.00848 / 0.137 / 0.0177
clock network: 0.121 / 0.0960 / 0.0288 / 0.217
registers: 0.308 / 0.00645 / 0.179 / 0.314
total: 0.438 / 0.111 / 0.344 / 0.549
-- critical path, delay by kind of cell, from the launching register on --
family / cells / cell delay [ps]
flops: 1 / 420
buf+inv: 1 / 70
compound gates: 4 / 1420
fa+ha+maj: 1 / 190
-- layout make-up --
type	instances	share of cell area (%)
inverters	6	1.998
multi-input cells	77	45.39
flip-flops and latches	22	39.07
clock buffers	4	4.883
repair buffers	3	2.664
well taps	54	5.993
-- cells in the final DEF (no fill, tap or decap), drive strengths merged, types with 2 or more instances in the layout --
| cell | Yosys | final |
|---|---|---|
| nand4 | 2 | 2 |
| or4 | 2 | 2 |
| nor3 | 4 | 4 |
| xor2 | 2 | 2 |
| nand2 | 7 | 7 |
| o21ai | 4 | 4 |
| xnor2 | 10 | 10 |
| clkbuf | 0 | 4 |
| dfxtp | 22 | 22 |
| clkdlybuf4s50 | 0 | 3 |
| inv | 6 | 6 |
| a21oi | 6 | 6 |
| or3 | 5 | 5 |
| ha | 2 | 2 |
| nor2 | 18 | 18 |
| nor4 | 2 | 2 |
| nand3 | 6 | 6 |
No activity file was given, so power comes from the tool's default toggle rates.
